===== ./config.mk =====
export PLATFORM = sky130hd
export DESIGN_NAME = ram512x8_sp
export DESIGN_NICKNAME = ram512x8_sp
export VERILOG_FILES = /design/flow/design.v
export SDC_FILE = /design/flow/constraint.sdc
export NUM_CORES = 4
export LEC_CHECK = 1
export CORE_UTILIZATION = 50

===== ./constraint.sdc =====
current_design ram512x8_sp

set clk_period 19.0
set clk_io_pct 0.2

create_clock -name clk0 -period $clk_period [get_ports {rclk}]
create_clock -name clk1 -period $clk_period [get_ports {wclk}]

set non_clock_inputs [all_inputs -no_clocks]
set_input_delay [expr $clk_period * $clk_io_pct] -clock clk0 $non_clock_inputs
set_output_delay [expr $clk_period * $clk_io_pct] -clock clk0 [all_outputs]

===== ./design.v =====
interface DphyRx4LaneIface;
logic       SLOWCLK;    
logic       RESET_N;    
logic       RST0_N;  
logic       RX_ULPS_ACTIVE_CLK_NOT;
logic       RX_ULPS_CLK_NOT;
logic       ESC_LAN0_CLK;
logic       ESC_LAN1_CLK;
logic       ESC_LAN2_CLK;
logic       ESC_LAN3_CLK;
logic       LINESTATE_LAN0_ERROR;
logic       LINESTATE_LAN1_ERROR;
logic       LINESTATE_LAN2_ERROR;
logic       LINESTATE_LAN3_ERROR;
logic       STOPSTATE_LAN0;
logic       STOPSTATE_LAN1;
logic       STOPSTATE_LAN2;
logic       STOPSTATE_LAN3;
logic       ERR_ESC_LAN0;
logic       ERR_ESC_LAN1;
logic       ERR_ESC_LAN2;
logic       ERR_ESC_LAN3;
logic       RX_VALID_HS_LAN0;
logic       RX_VALID_HS_LAN1;
logic       RX_VALID_HS_LAN2;
logic       RX_VALID_HS_LAN3;
logic   [15:0]   RX_DATA_HS_LAN0;
logic   [15:0]   RX_DATA_HS_LAN1;
logic   [15:0]   RX_DATA_HS_LAN2;
logic   [15:0]   RX_DATA_HS_LAN3;
logic       RX_SKEW_CAL_HS_LAN0;
logic       RX_SKEW_CAL_HS_LAN1;
logic       RX_SKEW_CAL_HS_LAN2;
logic       RX_SKEW_CAL_HS_LAN3;
logic       RX_SYNC_HS_LAN0;
logic       RX_SYNC_HS_LAN1;
logic       RX_SYNC_HS_LAN2;
logic       RX_SYNC_HS_LAN3;
logic       ERR_SOT_SYNC_HS_LAN0;
logic       ERR_SOT_SYNC_HS_LAN1;
logic       ERR_SOT_SYNC_HS_LAN2;
logic       ERR_SOT_SYNC_HS_LAN3;
logic       RX_ULPS_ACTIVE_NOT_LAN0;
logic       RX_ULPS_ACTIVE_NOT_LAN1;
logic       RX_ULPS_ACTIVE_NOT_LAN2;
logic       RX_ULPS_ACTIVE_NOT_LAN3;
logic       RX_ULPS_ESC_LAN0;
logic       RX_ULPS_ESC_LAN1;
logic       RX_ULPS_ESC_LAN2;
logic       RX_ULPS_ESC_LAN3;
logic         FORCE_RX_MODE;
modport slv(
    input   SLOWCLK,    
    output  RESET_N,    
    output  RST0_N,   
    input   RX_ULPS_ACTIVE_CLK_NOT,
    input   RX_ULPS_CLK_NOT,
    input   ESC_LAN0_CLK,
    input   ESC_LAN1_CLK,
    input   ESC_LAN2_CLK,
    input   ESC_LAN3_CLK,
    input   LINESTATE_LAN0_ERROR,
    input   LINESTATE_LAN1_ERROR,
    input   LINESTATE_LAN2_ERROR,
    input   LINESTATE_LAN3_ERROR,
    input   STOPSTATE_LAN0,
    input   STOPSTATE_LAN1,
    input   STOPSTATE_LAN2,
    input   STOPSTATE_LAN3,
    input   ERR_ESC_LAN0,
    input   ERR_ESC_LAN1,
    input   ERR_ESC_LAN2,
    input   ERR_ESC_LAN3,
    input   RX_VALID_HS_LAN0,
    input   RX_VALID_HS_LAN1,
    input   RX_VALID_HS_LAN2,
    input   RX_VALID_HS_LAN3,
    input   RX_DATA_HS_LAN0,
    input   RX_DATA_HS_LAN1,
    input   RX_DATA_HS_LAN2,
    input   RX_DATA_HS_LAN3,
    input   RX_SKEW_CAL_HS_LAN0,
    input   RX_SKEW_CAL_HS_LAN1,
    input   RX_SKEW_CAL_HS_LAN2,
    input   RX_SKEW_CAL_HS_LAN3,
    input   RX_SYNC_HS_LAN0,
    input   RX_SYNC_HS_LAN1,
    input   RX_SYNC_HS_LAN2,
    input   RX_SYNC_HS_LAN3,
    input   ERR_SOT_SYNC_HS_LAN0,
    input   ERR_SOT_SYNC_HS_LAN1,
    input   ERR_SOT_SYNC_HS_LAN2,
    input   ERR_SOT_SYNC_HS_LAN3,
    input   RX_ULPS_ACTIVE_NOT_LAN0,
    input   RX_ULPS_ACTIVE_NOT_LAN1,
    input   RX_ULPS_ACTIVE_NOT_LAN2,
    input   RX_ULPS_ACTIVE_NOT_LAN3,
    input   RX_ULPS_ESC_LAN0,
    input   RX_ULPS_ESC_LAN1,
    input   RX_ULPS_ESC_LAN2,
    input   RX_ULPS_ESC_LAN3,
    output   FORCE_RX_MODE
);
endinterface
interface DphyTx4LaneIface;
logic               SLOWCLK;       
logic               RESET_N;
logic               STOPSTATE_CLK;
logic               TX_REQUEST_HS;
logic               TX_ULPS_CLK;
logic               TX_ULPS_EXIT;
logic               TX_ULPS_ACTIVE_CLK_NOT;
logic               TX_ULPS_ESC_LAN0;
logic               TX_ULPS_ESC_LAN1;
logic               TX_ULPS_ESC_LAN2;
logic               TX_ULPS_ESC_LAN3;
logic               TX_ULPS_EXIT_LAN0;
logic               TX_ULPS_EXIT_LAN1;
logic               TX_ULPS_EXIT_LAN2;
logic               TX_ULPS_EXIT_LAN3;
logic               TX_ULPS_ACTIVE_NOT_LAN0;
logic               TX_ULPS_ACTIVE_NOT_LAN1;
logic               TX_ULPS_ACTIVE_NOT_LAN2;
logic               TX_ULPS_ACTIVE_NOT_LAN3;
logic               TX_REQUEST_ESC_LAN0;
logic               TX_REQUEST_ESC_LAN1;
logic               TX_REQUEST_ESC_LAN2;
logic               TX_REQUEST_ESC_LAN3;
logic               TX_SKEW_CAL_HS_LAN0;
logic               TX_SKEW_CAL_HS_LAN1;
logic               TX_SKEW_CAL_HS_LAN2;
logic               TX_SKEW_CAL_HS_LAN3;
logic               STOPSTATE_LAN0;
logic               STOPSTATE_LAN1;
logic               STOPSTATE_LAN2;
logic               STOPSTATE_LAN3;
logic               TX_READY_HS_LAN0;
logic               TX_READY_HS_LAN1;
logic               TX_READY_HS_LAN2;
logic               TX_READY_HS_LAN3;
logic               TX_REQUEST_HS_LAN0;
logic               TX_REQUEST_HS_LAN1;
logic               TX_REQUEST_HS_LAN2;
logic               TX_REQUEST_HS_LAN3;
logic   [15:0]          TX_DATA_HS_LAN0;
logic   [15:0]          TX_DATA_HS_LAN1;
logic   [15:0]          TX_DATA_HS_LAN2;
logic   [15:0]          TX_DATA_HS_LAN3;
logic               TX_WORD_VALID_HS_LAN0;
logic               TX_WORD_VALID_HS_LAN1;
logic               TX_WORD_VALID_HS_LAN2;
logic               TX_WORD_VALID_HS_LAN3;
logic               TX_LPDT_ESC;
logic               TX_VALID_ESC; 
logic               PLL_SSC_EN; 
logic [3:0]         TX_TRIGGER_ESC;
logic [7:0]         TX_DATA_ESC;
modport mst(
    input        SLOWCLK,       
    output       RESET_N,
    input        STOPSTATE_CLK,
    output       TX_REQUEST_HS,
    output       TX_ULPS_CLK,
    output       TX_ULPS_EXIT,
    input        TX_ULPS_ACTIVE_CLK_NOT,
    output       TX_ULPS_ESC_LAN0,
    output       TX_ULPS_ESC_LAN1,
    output       TX_ULPS_ESC_LAN2,
    output       TX_ULPS_ESC_LAN3,
    output       TX_ULPS_EXIT_LAN0,
    output       TX_ULPS_EXIT_LAN1,
    output       TX_ULPS_EXIT_LAN2,
    output       TX_ULPS_EXIT_LAN3,
    input        TX_ULPS_ACTIVE_NOT_LAN0,
    input        TX_ULPS_ACTIVE_NOT_LAN1,
    input        TX_ULPS_ACTIVE_NOT_LAN2,
    input        TX_ULPS_ACTIVE_NOT_LAN3,
    output       TX_REQUEST_ESC_LAN0,
    output       TX_REQUEST_ESC_LAN1,
    output       TX_REQUEST_ESC_LAN2,
    output       TX_REQUEST_ESC_LAN3,
    output       TX_SKEW_CAL_HS_LAN0,
    output       TX_SKEW_CAL_HS_LAN1,
    output       TX_SKEW_CAL_HS_LAN2,
    output       TX_SKEW_CAL_HS_LAN3,
    input        STOPSTATE_LAN0,
    input        STOPSTATE_LAN1,
    input        STOPSTATE_LAN2,
    input        STOPSTATE_LAN3,
    input        TX_READY_HS_LAN0,
    input        TX_READY_HS_LAN1,
    input        TX_READY_HS_LAN2,
    input        TX_READY_HS_LAN3,
    output       TX_REQUEST_HS_LAN0,
    output       TX_REQUEST_HS_LAN1,
    output       TX_REQUEST_HS_LAN2,
    output       TX_REQUEST_HS_LAN3,
    output        TX_DATA_HS_LAN0,
    output        TX_DATA_HS_LAN1,
    output        TX_DATA_HS_LAN2,
    output        TX_DATA_HS_LAN3,
    output       TX_WORD_VALID_HS_LAN0,
    output       TX_WORD_VALID_HS_LAN1,
    output       TX_WORD_VALID_HS_LAN2,
    output       TX_WORD_VALID_HS_LAN3,
    output    TX_LPDT_ESC,
    output    TX_VALID_ESC,
    output    PLL_SSC_EN,
    output    TX_TRIGGER_ESC,
    output    TX_DATA_ESC
);
endinterface
interface MipiRx4LaneIface;
wire        clk_CLKOUT;
wire        clk_LP_P_IN;
wire        clk_LP_N_IN;
wire        clk_HS_TERM;
wire        clk_HS_ENA;
wire [7:0]  d0_HS_IN;
wire        d0_LP_P_IN;
wire        d0_LP_N_IN;
wire        d0_FIFO_EMPTY;
wire [7:0]  d1_HS_IN;
wire        d1_LP_P_IN;
wire        d1_LP_N_IN;
wire        d1_FIFO_EMPTY;
wire [7:0]  d2_HS_IN;
wire        d2_LP_P_IN;
wire        d2_LP_N_IN;
wire        d2_FIFO_EMPTY;
wire [7:0]  d3_HS_IN;
wire        d3_LP_P_IN;
wire        d3_LP_N_IN;
wire        d3_FIFO_EMPTY;
wire        d0_RST;
wire        d0_FIFO_RD;
wire        d0_HS_TERM;
wire        d0_HS_ENA;
wire        d1_RST;
wire        d1_FIFO_RD;
wire        d1_HS_TERM;
wire        d1_HS_ENA;
wire        d2_RST;
wire        d2_FIFO_RD;
wire        d2_HS_TERM;
wire        d2_HS_ENA;
wire        d3_RST;
wire        d3_FIFO_RD;
wire        d3_HS_TERM;
wire        d3_HS_ENA;
modport mst(
    output      clk_CLKOUT,
    output      clk_LP_P_IN,
    output      clk_LP_N_IN,
    input       clk_HS_TERM,
    input       clk_HS_ENA,
    output      d0_HS_IN,
    output      d0_LP_P_IN,
    output      d0_LP_N_IN,
    output      d0_FIFO_EMPTY,
    output      d1_HS_IN,
    output      d1_LP_P_IN,
    output      d1_LP_N_IN,
    output      d1_FIFO_EMPTY,
    output      d2_HS_IN,
    output      d2_LP_P_IN,
    output      d2_LP_N_IN,
    output      d2_FIFO_EMPTY,
    output      d3_HS_IN,
    output      d3_LP_P_IN,
    output      d3_LP_N_IN,
    output      d3_FIFO_EMPTY,
    input       d0_RST,
    input       d0_FIFO_RD,
    input       d0_HS_TERM,
    input       d0_HS_ENA,
    input       d1_RST,
    input       d1_FIFO_RD,
    input       d1_HS_TERM,
    input       d1_HS_ENA,
    input       d2_RST,
    input       d2_FIFO_RD,
    input       d2_HS_TERM,
    input       d2_HS_ENA,
    input       d3_RST,
    input       d3_FIFO_RD,
    input       d3_HS_TERM,
    input       d3_HS_ENA
);
modport slv (
    input       clk_CLKOUT,
    input       clk_LP_P_IN,
    input       clk_LP_N_IN,
    output      clk_HS_TERM,
    output      clk_HS_ENA,
    input       d0_HS_IN,
    input       d0_LP_P_IN,
    input       d0_LP_N_IN,
    input       d0_FIFO_EMPTY,
    input       d1_HS_IN,
    input       d1_LP_P_IN,
    input       d1_LP_N_IN,
    input       d1_FIFO_EMPTY,
    input       d2_HS_IN,
    input       d2_LP_P_IN,
    input       d2_LP_N_IN,
    input       d2_FIFO_EMPTY,
    input       d3_HS_IN,
    input       d3_LP_P_IN,
    input       d3_LP_N_IN,
    input       d3_FIFO_EMPTY,
    output      d0_RST,
    output      d0_FIFO_RD,
    output      d0_HS_TERM,
    output      d0_HS_ENA,
    output      d1_RST,
    output      d1_FIFO_RD,
    output      d1_HS_TERM,
    output      d1_HS_ENA,
    output      d2_RST,
    output      d2_FIFO_RD,
    output      d2_HS_TERM,
    output      d2_HS_ENA,
    output      d3_RST,
    output      d3_FIFO_RD,
    output      d3_HS_TERM,
    output      d3_HS_ENA
);
endinterface
interface MipiTx4LaneIface;
wire       clk_LP_P_OUT;
wire       clk_LP_N_OUT;
wire [7:0] clk_HS_OUT;
wire       clk_HS_OE;
wire       clk_RST;
wire       d3_RST;
wire       d2_RST;
wire       d1_RST;
wire       d0_RST;
wire [7:0] d0_HS_OUT;
wire [7:0] d1_HS_OUT;
wire [7:0] d2_HS_OUT;
wire [7:0] d3_HS_OUT;
wire       d3_HS_OE;
wire       d2_HS_OE;
wire       d1_HS_OE;
wire       d0_HS_OE;
wire       d3_LP_P_OUT;
wire       d2_LP_P_OUT;
wire       d1_LP_P_OUT;
wire       d0_LP_P_OUT;
wire       d3_LP_N_OUT;
wire       d2_LP_N_OUT;
wire       d1_LP_N_OUT;
wire       d0_LP_N_OUT;
wire       clk_LP_P_OE;
wire       clk_LP_N_OE;
wire       d3_LP_P_OE;
wire       d2_LP_P_OE;
wire       d1_LP_P_OE;
wire       d0_LP_P_OE;
wire       d3_LP_N_OE;
wire       d2_LP_N_OE;
wire       d1_LP_N_OE;
wire       d0_LP_N_OE;
modport mst(
    output clk_LP_P_OUT,
    output clk_LP_N_OUT,
    output clk_HS_OUT,
    output clk_HS_OE,
    output clk_RST,
    output d3_RST,
    output d2_RST,
    output d1_RST,
    output d0_RST,
    output d0_HS_OUT,
    output d1_HS_OUT,
    output d2_HS_OUT,
    output d3_HS_OUT,
    output d3_HS_OE,
    output d2_HS_OE,
    output d1_HS_OE,
    output d0_HS_OE,
    output d3_LP_P_OUT,
    output d2_LP_P_OUT,
    output d1_LP_P_OUT,
    output d0_LP_P_OUT,
    output d3_LP_N_OUT,
    output d2_LP_N_OUT,
    output d1_LP_N_OUT,
    output d0_LP_N_OUT,
    output clk_LP_P_OE,
    output clk_LP_N_OE,
    output d3_LP_P_OE,
    output d2_LP_P_OE,
    output d1_LP_P_OE,
    output d0_LP_P_OE,
    output d3_LP_N_OE,
    output d2_LP_N_OE,
    output d1_LP_N_OE,
    output d0_LP_N_OE
);
modport slv(
    input clk_LP_P_OUT,
    input clk_LP_N_OUT,
    input clk_HS_OUT,
    input clk_HS_OE,
    input clk_RST,
    input d3_RST,
    input d2_RST,
    input d1_RST,
    input d0_RST,
    input d0_HS_OUT,
    input d1_HS_OUT,
    input d2_HS_OUT,
    input d3_HS_OUT,
    input d3_HS_OE,
    input d2_HS_OE,
    input d1_HS_OE,
    input d0_HS_OE,
    input d3_LP_P_OUT,
    input d2_LP_P_OUT,
    input d1_LP_P_OUT,
    input d0_LP_P_OUT,
    input d3_LP_N_OUT,
    input d2_LP_N_OUT,
    input d1_LP_N_OUT,
    input d0_LP_N_OUT,
    input clk_LP_P_OE,
    input clk_LP_N_OE,
    input d3_LP_P_OE,
    input d2_LP_P_OE,
    input d1_LP_P_OE,
    input d0_LP_P_OE,
    input d3_LP_N_OE,
    input d2_LP_N_OE,
    input d1_LP_N_OE,
    input d0_LP_N_OE
);
endinterface
module ram512x8_sp(wdata, addr, rclk, re, wclk, we, rdata);
    parameter AWIDTH = 9;
    parameter DWIDTH = 8;
    localparam DEPTH = 1 << AWIDTH;
    localparam MAX_DATA = (1<<DWIDTH)-1;
    input [DWIDTH-1:0] wdata;
    input [AWIDTH-1:0] addr;
    input rclk, re, wclk, we;
    output reg [DWIDTH-1:0] rdata;
    reg [DWIDTH-1:0] mem [DEPTH-1:0];
    always@(posedge wclk) begin
    if (we) begin
    mem[addr] = wdata;
    end
    end
    always@(posedge rclk) begin
    if (re) begin
    rdata = mem[addr];
    end
    end
endmodule

===== ./run.sh =====
#!/bin/bash
# OpenROAD 26Q1-2900-gdf79404cd8, Yosys 0.63+post, stock flow scripts
make -C /OpenROAD-flow-scripts/flow DESIGN_CONFIG=/design/flow/config.mk WORK_HOME=/design/flow/orfs finish

==> out/qor.txt <==
outcome: finished clean
number of flops mapped to enable cells by yosys: 4104
fillers: 22700
Combinational Area: 33000 um^2
I/O Pins: 29
Pre-antenna DRT Iters: 7
relative slew slack: 0.0471
Synth-to-Final Area Change: 12.1%
port bufs: 27
Final WS setup: 8.93 ns
post-CTS setup buffers: 0
Slew Limit Fails: 0
Die X: 565 um
Core Util, Final: 0.564
FP Core Util: 0.503
drt wl/cell: 34.9 um
clock sink count: 4104
CP arrival: 10.02 ns
Synth async-reset ratio: 0
share of layout cells above drive strength 1: 0.220
Final Instance Area: 178000 um^2
CTS resizes: 0
core box area: 315000 um^2
Syn Inst Count: 7575
Worst Path Max Fanout: 74
Hold WC Path Type: register to register
# rows: 206
GRT Total Usage: 0.313
Worst EP required: 18.95 ns
total power: 18.7 mW
dominant register cell: edfxtp_1
final setup vio count: 0
hold buffers post-CTS: 0
Placed Area: 165000 um^2
Worst setup EP type: register
via count: 78500
initial drt markers: 5636
Ys Warns: 1
RSZ-0062 raised after global routing: no
routability congestion estimate: 0.949
Hold Crit Depth: 4
yosys stat area: 158000 um^2
Post-synth regs: 4104
post-route ant nets: 0
reg2reg setup slack: 14.30 ns
Die Y: 565 um
final-report hold violation count: 0
DP Worst Slack: 8.71 ns
number of global-route vias before repair: 86000
final setup TNS: 0 ns
largest net degree at the start of global routing: 131
Cell Area, Synth: 158000 um^2
Residual DRC: 0
vias per inst: 6.33
first-pass GRT wire length: 617000 um
R2R depth: 7
die area: 319000 um^2
slew at the pin closest to its max-slew limit: 1.42 ns
initial antenna violation count: 20
Mapped Avg Cell Area: 20.9 um^2
Max Cap Viol: 0
Pleak: 55.4 nW
grt total ovfl: 0
CTS tree: yes
Worst-path clk slew: 0.06 ns
power density over the cells: 105 nW/um^2
CP Launch Type: primary input
Tool Warnings: 33
peak supply drop: 0.0910 mV
cell total in the yosys stat output: 7575
Seq share, synth: 0.778
post-DP HPWL: 272000 um
wirelength, routed: 433000 um
Cell Type Count: 66
crit path kind: primary input to register
Flop area: 123000 um^2
-- where the power goes --
group | switching (mW) | total [mW] | internal [mW]
combinational | 0.569 | 0.832 | 0.263
sequential | 0.00831 | 9.98 | 9.97
clock | 3.39 | 7.87 | 4.47
-- path summary, 6_finish.rpt --
path,start,to
setup / recovery,addr[1],rdata[0]
hold / removal,mem[400][7],rdata[7]
setup reg to reg,mem[411][3],rdata[3]
hold reg to reg,mem[400][7],rdata[7]
max in group clk1,addr[1],mem[5][3]
min in group clk1,wdata[1],mem[100][1]
-- area by class of cell --
type / instances / share of cell area
clock inverter: 227 / 0.0124
sequential: 4104 / 0.694
inverter: 4 / 0.000113
multi-input combinational: 2984 / 0.186
timing repair buffer: 381 / 0.0172
clock buffer: 519 / 0.0615
tap: 4160 / 0.0293
antenna: 12 / 0.000169
-- cell usage after synthesis (17+ instances only) --
library cell,count,area (um^2)
nand2_1,130,488
nor3_1,22,110
nor2_1,548,2060
a211oi_1,36,270
o22ai_1,118,738
nand3_1,47,235
nor4_1,38,238
a22oi_1,180,1350
mux4_2,816,18400
nor2b_1,25,156
nand4_1,47,294
and2_1,17,106
mux2_2,18,203
a31oi_1,76,475
and3_1,25,156
edfxtp_1,4104,123000
buf_6,24,270
buf_2,182,911
a21oi_1,77,385
a221oi_1,91,797
a22o_1,47,412
o21ai_0,45,225
buf_1,19,71.3
a32oi_1,26,228
clkbuf_1,196,736
buf_4,56,420
mux2i_1,434,4340
-- routing by layer --
metal | wire (um) | global-route usage | vias up
met2 | 198000 | 0.425 | 5279
met5 | 934 | 0.0211 | -
li1 | - | - | 32400
met1 | 133000 | 0.399 | 39900
met4 | 19800 | 0.106 | 36
met3 | 81800 | 0.254 | 806
-- stage by stage --
step | hold slack [ns] | instances
6_report | 1.70 | 12400
5_1_grt | 1.78 | 12400
4_1_cts | 1.76 | 12400
3_5_place_dp | 0.935 | 11600
3_3_place_gp | 0.921 | 11600
2_1_floorplan | 0.775 | 7575
-- layout by cell type (no fill, tap or decap), types with 18 or more instances in the layout --
cell | Yosys | routed
edfxtp_1 | 4104 | 4104
nor3_1 | 22 | 19
nor2b_1 | 25 | 19
nor4_1 | 38 | 38
and3_1 | 25 | 24
a211oi_1 | 36 | 36
a32oi_1 | 26 | 26
mux2i_1 | 434 | 434
a21oi_1 | 77 | 77
clkinv_1 | 0 | 98
a22o_1 | 47 | 47
a221oi_1 | 91 | 91
buf_4 | 56 | 349
a22oi_1 | 180 | 180
nor2_1 | 548 | 540
clkinv_2 | 0 | 58
a31oi_1 | 76 | 74
o22ai_1 | 118 | 118
clkbuf_16 | 0 | 422
nand3_1 | 47 | 39
mux4_2 | 816 | 816
nand2_1 | 130 | 124
clkbuf_1 | 196 | 97
nand4_1 | 47 | 47
mux2_2 | 18 | 18
o21ai_0 | 45 | 43
bufinv_16 | 0 | 29
-- worst max-delay path, cell delays in order --
cell and delay (ns):
buf_16 0.34, buf_4 0.64, buf_4 0.65, buf_4 0.66
buf_4 0.63, mux4_2 0.42, a22o_1 0.26, a221oi_1 0.63
a31oi_1 0.33, a2111o_1 0.45, nor4_1 0.88, nand4_1 0.16
-- flip-flops by register name (all words and copies together), names as in the netlist --
signal	count
rdata	8
mem	4096
-- cells by family after synthesis --
| kind of cell | share of synthesized area |
|---|---|
| AND-OR/OR-AND | 0.0342 |
| AND/OR/NAND/NOR | 0.0273 |
| buffers and inverters | 0.0159 |
| multiplexers | 0.145 |
| flip-flops | 0.778 |
Power and IR drop assume default switching activity.
